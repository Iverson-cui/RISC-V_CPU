`./run.sh`:
```
#!/bin/bash
# OpenROAD 26Q1-2900-gdf79404cd8, Yosys 0.63+post, stock flow scripts
make -C /OpenROAD-flow-scripts/flow DESIGN_CONFIG=/design/flow/config.mk WORK_HOME=/design/flow/orfs finish
```
`./config.mk`:
```
export PLATFORM = sky130hd
export DESIGN_NAME = alu
export DESIGN_NICKNAME = alu
export VERILOG_FILES = /design/flow/design.v
export SDC_FILE = /design/flow/constraint.sdc
export NUM_CORES = 4
export LEC_CHECK = 1
export CORE_UTILIZATION = 30
```
`./constraint.sdc`:
```
current_design alu

set clk_period 21.5
set clk_io_pct 0.2

create_clock -name clk0 -period $clk_period

set non_clock_inputs [all_inputs -no_clocks]
set_input_delay [expr $clk_period * $clk_io_pct] -clock clk0 $non_clock_inputs
set_output_delay [expr $clk_period * $clk_io_pct] -clock clk0 [all_outputs]
```
`./design.v`:
```
module alu (
        input  [31:0] a,
        input  [31:0] b,
        input  [2:0]  ALUControl,
        output [31:0] result,
        output        zero
    );
    reg [31:0] result_reg;
    assign result = result_reg;
    assign zero = (result_reg == 32'b0);
    always @(*) begin
        case (ALUControl)
            3'b000:
                result_reg = a + b;  
            3'b001:
                result_reg = a - b;  
            3'b011:
                result_reg = a | b;  
            3'b010:
                result_reg = a ^ b;  
            3'b101:
                result_reg = (a < b) ? 32'b1 : 32'b0;  
            default:
                result_reg = 32'b0;  
        endcase
    end
endmodule
```
==> summary.txt <==
Flow results.

- The flow ran to the end, and the final reports show no timing, DRC or antenna violations.
- The initial antenna violation count is 0.
- The via count of the first global-routing pass is 6442.
- The synthesized netlist occupies a cell area of 0.00580 mm^2.
- The number of cells after detailed placement is 1210.
- The final sum of negative setup slack is 0 ps.
- The switching power as a share of total power is 58.8%.
- The placed standard-cell area is 0.00698 mm^2.
- By area the synthesized netlist is led by ha_1 21%, a21oi_1 6.5%, inv_1 6.1%, nor2_1 6.1%, nand2_1 4.9%.
- The dominant cell by count in the synthesized netlist is ha_1.
- The sequential cell count is 0.
- The total routing usage reported by global routing is 23.4%.
- The final design area excluding fillers is 0.00698 mm^2.
- The number of warnings in the stage logs is 99.
- The net switching power figure is 114 uW.
- The portion of total power attributed to combinational logic is 100.0%.
- The final layout report lists a filler cell count of 2021.
- The pre-antenna-repair detailed-routing pass consisted of 5 iterations.
- The area of the core is 0.0188 mm^2.
- Looking at the power breakdown, the clock network takes 0% of the total.
- The max capacitance violation total is 0.
- The routed length per placed instance is 19.0 um.
- For this design, the CTS-stage hold fixing added 0 buffers.
- The area occupied by registers is 0 um^2.
- The first routing iteration left 630 violations.
- The final report lists a non-filler cell total of 1210.
- The full die area is 0.0199 mm^2.
- Entering global routing, the biggest net connects 46 pins.
- The die height is 141 um.
- The total power of the final layout is 194 uW.
- For this run, the share of the core covered by cells in the final layout is 37.0%.
- Dividing the synthesized area by the synthesized cell count gives 6.52 um^2.
- For the pin with the worst max-slew slack, the measured transition is 886 ps.
- The buffer count from post-CTS setup fixing is 0.
- Sorting the Yosys area breakdown by cell type puts at the top ha_1.
- The final RePlAce weighted congestion is 0.982.
- Setup repair after global routing left no endpoint under its margin.
- The routed wire length is 23000 um.
- The highest clock rate is 73.7 MHz.
- The count of endpoints failing setup in the final report is 0.
- The launch point of the critical path is a[2].
- After synthesis, the chip area reported by Yosys is 0.00580 mm^2.
- The arrival time at the worst endpoint is 9260 ps.
- The first global-routing pass estimated 36200 um of wire.
- At the worst endpoint, the required time is 17200 ps.
- In the hold timing report, the worst path depth is 5.
- Per the final timing report, the hold violations number 0.
- The clock buffer count is 0.
- Summing over every cut layer, the via total after detailed routing is 6966.
- The sequential cell fraction of total power is 0%.
- The horizontal die dimension is 141 um.
- The endpoint class of the critical path is a primary output.
- The growth of design area from synthesis to finish is 20.3%.
- The average vias per placed instance is 5.76.
- The count of antenna diodes in the layout is 0.
- For this run, the register share of the synthesized area comes to 0%.
- The count of standard-cell rows is 50.
- The final critical delay including setup and external delays is 13560 ps.
- Port buffering added 100 buffers.
- The floorplan step records an initial core utilization of 30.8%.
- The ratio of cells with drive above 1 in the final layout is 3.89%.
- The aggregate global routing overflow is 0.
- Detailed placement finished with a half-perimeter wire length of 18700 um.
- The critical path class is in2out.
- The synthesized netlist cell count is 889.
- Power spread over the standard cell area amounts to 27.8 mW/mm^2.
- Pin placement for this block handled 100 I/O pins.
- The critical path maximum fanout is 9.
- The area fraction of the largest cell type after synthesis is 21.4%.
- The number of routed nets with antenna violations is 0.
- OpenSTA lists the critical path endpoint as zero.
- In this run the static leakage power is 3.06 nW.
- Post-CTS repair changed the size of 0 cells.
- For reference, the final report shows the max-slew violation count at 0.
- The synthesis report lists the Yosys warning total as 1.
- The type recorded for the worst min-delay path is in2out.
- The worst max-slew margin expressed relative to the limit is 40.7%.
- The post-synthesis cell count from yosys is 889.
- The number of different library cells used by synthesis comes to 85.
- Cell internal power was estimated by the tool at 80.0 uW.
- The DRC violations left is 0.
- Counting instances in the post-synthesis netlist gives the leading cell types as 99 x ha_1, 95 x inv_1, 94 x nor2_1.
- Per the power-grid run, VDD falls by no more than 0.00954 mV.
- The type of element launching the critical path is an input pin.
- The final critical-path share of the clock period is 63.1%.
## cells in the final DEF, fill, tap and decap left out, types with 15 or more instances in the layout
cell type	instances
a21oi_1	75
clkdlybuf4s50_1	100
ha_1	99
inv_1	95
nand2_1	75
nand3_1	15
nand4_1	15
nor2_1	94
nor2b_1	15
nor3_1	19
o211ai_1	17
o21ai_0	51
o31ai_1	18
## worst min-delay path by stage
stage	start	endpoint	slack (ps)
after CTS	b[4]	result[4]	9820
after global routing	b[2]	result[2]	9890
final	b[4]	result[4]	9800
## logic make-up after synthesis
logic type      Yosys count  synth area share, %
compound gates          303                 36.5
xor+xnor                 14                 2.11
fa+ha+maj               101                 22.0
buf+inv                 147                 10.3
mux                      16                 2.80
simple gates            308                 26.3
## power groups by stage
stage	sequential, mW	combinational [mW]	clock [mW]
4_1_cts	0	0.191	0
5_1_grt	0	0.211	0
6_report	0	0.194	0
## through the flow
stage          worst slack [ps]  hold WS (ps)
2_1_floorplan             10110          8830
3_3_place_gp               7970          9810
3_5_place_dp               8060          9810
4_1_cts                    8040          9820
5_1_grt                    7800          9890
6_report                   7940          9800
## per-layer routing
layer	GRT usage [%]	vias up	part of all wire [%]	wire length [um]
met3	3.15	51	8.5	1970
met5	0	-	0	0
met1	34.0	3180	45	10300
met4	5.95	0	2.9	673
met2	36.3	359	44	10000
li1	-	3376	-	-
## final cells by class
| class | instances | area [um^2] | share of cell area [%] |
|---|---|---|---|
| inverters | 98 | 370 | 5.31 |
| repair buffers | 110 | 1080 | 15.4 |
| well taps | 260 | 325 | 4.66 |
| multi-input cells | 742 | 5200 | 74.6 |
## critical path, stage by stage
cell             delay, ps
clkdlybuf4s50_1        510
inv_1                   60
ha_1                   450
nor2_1                 100
o311ai_1               720
a21oi_1                260
o31ai_1                690
o221ai_1               220
xnor2_1                200
a221o_1                390
nor4_1                 330
nand4_1                240
nor4_2                 280
clkdlybuf4s50_1        500
Power is estimated from default activity; no workload was simulated.
