==> design/flow/design.v <==
module regfile
    (input clk,
     input we3,
     input    [4:0]  a1, a2, a3,
     input    [31:0] wd3,
     output   [31:0] rd1, rd2
    );
    reg [31:0] rf[31:0];
    always @(posedge clk)
        if (we3)
            rf[a3] <= wd3;
    assign rd1 = (a1 != 0) ? rf[a1] : 0;
    assign rd2 = (a2 != 0) ? rf[a2] : 0;
endmodule
==> design/flow/run.sh <==
#!/bin/bash
# OpenROAD 26Q1-2900-gdf79404cd8, Yosys 0.63+post, stock flow scripts
make -C /OpenROAD-flow-scripts/flow DESIGN_CONFIG=/design/flow/config.mk WORK_HOME=/design/flow/orfs finish
==> design/flow/config.mk <==
export PLATFORM = sky130hd
export DESIGN_NAME = regfile
export DESIGN_NICKNAME = regfile
export VERILOG_FILES = /design/flow/design.v
export SDC_FILE = /design/flow/constraint.sdc
export NUM_CORES = 4
export LEC_CHECK = 1
export CORE_UTILIZATION = 40
==> design/flow/constraint.sdc <==
current_design regfile

set clk_period 5.9
set clk_io_pct 0.2

create_clock -name clk0 -period $clk_period [get_ports {clk}]

set non_clock_inputs [all_inputs -no_clocks]
set_input_delay [expr $clk_period * $clk_io_pct] -clock clk0 $non_clock_inputs
set_output_delay [expr $clk_period * $clk_io_pct] -clock clk0 [all_outputs]
==> results_dict.tcl <==
# place-and-route summary
set metrics [dict create \
    core_area_um2 116000 \
    worstHoldPathType "in -> reg" \
    chipArea_um2 119000 \
    worst-path-buf-inv 4 \
    required_ns 4.72 \
    drc_errors 0 \
    cpMaxStageDelayCell "clkdlybuf4s50_1" \
    xor_share 0 \
    yosys_area_um2 47000 \
    mux_area_frac 0.249 \
    grt_util_all_layers 0.277 \
    most_common_cell "edfxtp_1" \
    postSynthAreaPerCell_um2 19.6 \
    core.rowCount 125 \
    area_growth_pct 16.0 \
    flop_cell "edfxtp_1" \
    die_h_um 345 \
    ios 113 \
    start_kind "primary input" \
    firstDrtPassIters 5 \
    synth_cells 2400 \
    aoi_share 0.0541 \
    setup_violations 0 \
    largest_reg_flops 1024 \
    first_global_vias 30500 \
    warnings 26 \
    dr.max_layer_used "met5" \
    crit_path_end_kind "output pin" \
    reg.largest.list "rf x1024" \
    grt_max_degree 66 \
    relSlewSlack 0.333 \
    top_cells_by_area "edfxtp_1 65%, mux4_2 20%, mux2i_1 3.9%, a22o_1 1.2%, clkbuf_1 0.83%" \
    antenna_found_initial 11 \
    wl_um 148000 \
    synthTopLogicFamily "multiplexers" \
    netlist_area_um2 47000 \
    edf_count 1024 \
    cts_resized 0 \
    p_leak_nw 17.5 \
    tightest_slew_ns 0.998 \
    n_fill_cell 9377 \
    grt_pass1_wl_um 211000 \
    yosysWarnings 1 \
    top_cells_by_count "1024 x edfxtp_1, 425 x mux4_2, 183 x mux2i_1" \
    m1WireLength_um 43800 \
    max_freq_ghz 0.178 \
    yosys.area_share.adder 0 \
    cpLargestDelayFamily "buffers and inverters" \
    path_clk_slew_ns 0.06 \
    synthArstFlopShare 0 \
    tns_ns 0 \
    ys_seq_frac 0.655 \
    fin_crit_sh 0.953 \
    regMostFlops "rf" \
    synth.top_cell.area_share 0.655 \
    viasPerCell 6.39 \
    drive_gt1_frac 0.305 \
    synth_area_leader_cell "edfxtp_1" \
    wl_met3_um 30600 \
    dp_hpwl_um 92200 \
    maxCapViolations 0 \
    crit_type "in -> out" \
    worstPathMaxFanout 31 \
    place.gp.congestion 0.905 \
    ctsHoldBuffers 0 \
    crit_chain "clkdlybuf4s50_1 -> or3b_2 -> buf_4 -> o22ai_1 -> a2111oi_0 -> nor3_1 -> buf_4 -> clkdlybuf4s50_1" \
    wl_met2_um 68300 \
    hold_violations 0 \
    ys_cells 2400 \
    via_count 26900 \
    ir_drop_uv 237 \
    crit_arrival_ns 4.44 \
    rsz0062_at_grt "false" \
    cts_sinks 1024 \
    fp.dieW_um 345 \
    htreeDepth 3 \
    outcome "completed" \
    postRouteAntennaNets 0 \
    worst_hold_slack_ns 1.33 \
    wl_per_cell_um 35.2 \
    drtIter0Drc 1682 \
    io_buffers 112 \
    cts_tree "built" \
    cts_buffer_depth 3 \
    maxSlewViolCount 0 \
    finalCriticalPeriod_ns 5.62 \
    fp_util 0.404 \
    ys_types 40 \
    simple_gate_area_frac 0.0194 \
    cts_made_buffers 105 \
    root_buffer "clkbuf_16" \
    power.density_nw_per_um2 301 \
    ys.flops 1024 \
    cts_setup_buffers 0 \
    crit_path_max_incr_delay_ns 0.75 \
    overflow 0 \
]
logic make-up after synthesis:
| family | Yosys count |
|---|---|
| AOI/OAI and AO/OA | 331 |
| buffers and inverters | 226 |
| DFF | 1024 |
| muxes | 632 |
| and+or+nand+nor | 187 |
routing by layer:
metal	GRT usage	vias up
met5	0.0288	-
met4	0.0798	29
met3	0.251	358
met2	0.397	2208
met1	0.298	13500
li1	-	10800
cell usage in the layout, fill, tap and decap left out, drive strengths merged, types with 7 or more instances in the layout:
| cell type | n |
|---|---|
| a22o | 62 |
| bufinv | 14 |
| a211oi | 47 |
| clkdlybuf4s50 | 105 |
| nor4 | 9 |
| a211o | 23 |
| nor2b | 8 |
| mux2 | 24 |
| a32o | 9 |
| and2 | 13 |
| edfxtp | 1024 |
| nor2 | 35 |
| nor3 | 33 |
| clkbuf | 125 |
| nand2 | 65 |
| clkinv | 47 |
| buf | 187 |
| o221ai | 31 |
| mux4 | 425 |
| a21oi | 46 |
| mux2i | 183 |
| inv | 31 |
| nand3b | 7 |
| a221oi | 23 |
| o22ai | 55 |
| a2111oi | 31 |
area by class of cell:
type / instances / area (µm²) / area share
Multi-Input combinational cell: 1150 / 15400 / 0.283
Inverter: 25 / 96.3 / 0.00177
Antenna cell: 2 / 5.00 / 0.0000919
Clock inverter: 72 / 742 / 0.0136
Tap cell: 1524 / 1910 / 0.0350
Sequential cell: 1024 / 30700 / 0.564
Timing Repair Buffer: 292 / 2850 / 0.0522
Clock buffer: 125 / 2720 / 0.0500
where the power goes:
part / switching, mW / internal (mW)
Combinational: 0.880 / 0.666
Clock: 2.79 / 3.91
Sequential: 0.0359 / 8.10
path summary, 6_finish.rpt:
| path | from | end | slack (ns) | cells past startpoint |
|---|---|---|---|---|
| min | wd3[7] | rf[29][7] | 1.33 | 2 |
| max | a2[3] | rd2[4] | 0.28 | 8 |
per-stage QoR:
step	setup WS (ns)	cells	cell area, µm²	utilization	power, mW
2_1_floorplan	1.97	2400	47000	-	9.05
3_3_place_gp	0.319	4015	51000	0.438	9.78
3_5_place_dp	0.324	4015	51000	0.438	9.80
4_1_cts	0.312	4212	54500	0.468	16.4
5_1_grt	0.166	4213	54500	0.468	16.8
6_report	0.278	4214	54500	0.468	16.4
Power and IR drop assume default switching activity.
