[design.v]
module dmem
    (
        input [31:0] a,
        input [31:0] wd,
        input clk,
        input we,  
        output [31:0] rd
    );
    reg [31:0] RAM[63:0];
    assign rd = RAM[a[31:2]];  
    always @(posedge clk) begin
        if (we) begin
            RAM[a[31:2]] <= wd;  
        end
    end
endmodule
[run.sh]
#!/bin/bash
# OpenROAD 26Q1-2900-gdf79404cd8, Yosys 0.63+post, stock flow scripts
make -C /OpenROAD-flow-scripts/flow DESIGN_CONFIG=/design/flow/config.mk WORK_HOME=/design/flow/orfs finish
[config.mk]
export PLATFORM = sky130hd
export DESIGN_NAME = dmem
export DESIGN_NICKNAME = dmem
export VERILOG_FILES = /design/flow/design.v
export SDC_FILE = /design/flow/constraint.sdc
export NUM_CORES = 4
export LEC_CHECK = 1
export CORE_UTILIZATION = 30
[constraint.sdc]
current_design dmem

set clk_period 40.2
set clk_io_pct 0.2

create_clock -name clk0 -period $clk_period [get_ports {clk}]

set non_clock_inputs [all_inputs -no_clocks]
set_input_delay [expr $clk_period * $clk_io_pct] -clock clk0 $non_clock_inputs
set_output_delay [expr $clk_period * $clk_io_pct] -clock clk0 [all_outputs]
==> reports/qor.yml <==
hold_depth: 1
routed_wirelength_microns: 208000
post_cts_resized: 0
holdWs_ns: 7.45
cts.reportedPaths.clkPinSlew_ns: 0.06
worst_path_cell_chain: "buf_8 -> buf_4 -> buf_4 -> nor2b_4 -> buf_4 -> a221oi_1 -> o22a_1 -> o22ai_1 -> or4_1 -> clkdlybuf4s50_1"
hp-class: "primary input to flip-flop"
critical_path.top_delay_family: "buffers and inverters"
overall_power_after_layout_mw: 4.30
antenna_left: 0
cp_data_required_time_ns: 32.16
synthesis.yosys.warnings: 1
worstHoldStart: "wd[24]"
cts_buffer_depth: 3
finalSetupTns_ns: 0
warning_count: 52
crit_path_top_delay_cell: "sky130_fd_sc_hd__buf_4"
cts.sink_count: 2048
antenna_violations_before_repair: 5
critical_path.startpoint_type: "primary input"
grt_max_degree: 73
die_area_sq_mm: 0.263
worst_slew_margin_rel_pct: 28.4
drc_markers: 0
placedCellCount: 7575
critical_path_peak_fanout: 56
worstSetupPathType: "primary input to output pin"
p_per_area_mw_per_mm2: 48.0
most_common_cell: "sky130_fd_sc_hd__edfxtp_1"
dr.pass1.iters: 6
critical-path-top-cell-by-count: "sky130_fd_sc_hd__buf_4"
fp-row-count: 187
final_period_minus_worst_setup_slack_ns: 21.17
synth-edff-count: 2048
most_instantiated_flip_flop_cell_in_the_synthesis_netlist: "sky130_fd_sc_hd__edfxtp_1"
dp_slack_ns: 19.06
detailed_placement_wirelength_estimate_microns: 116000
total_routing_usage_reported_by_global_routing_pct: 16.9
holdBufCountCts: 0
cts-buffers-inserted: 188
cts_tree: "yes"
run_status: "finished clean"
final_hold_vio_count: 0
dr_total_vias: 41400
cell_area_after_layout_sq_mm: 0.0896
num_antenna_cells: 0
grt_first_pass_wirelength_microns: 302000
synthArstFlopShare_pct: 0
largest_register_ffs: 2048
synth_top_area_share_pct: 78.6
layout-drive-gt1-share_pct: 17.8
postPlaceCellArea_sq_mm: 0.0838
rsz0062_at_grt: "no"
layoutNonFillerInstCount: 7908
common_cells: "sky130_fd_sc_hd__edfxtp_1 (2048), sky130_fd_sc_hd__mux2i_1 (259), sky130_fd_sc_hd__a22oi_1 (188)"
yosys.cell_types.count: 55
post-route-worst-setup-slack_ns: 19.03
power.static_leakage_nw: 28.0
detail_route.vias_per_cell: 5.24
whs_endpoint: "RAM[62][24]$_DFFE_PP_"
fmax_mhz: 47.2
fp_util_pct: 30.2
share_of_the_core_filled_with_cells_pct: 34.5
cts-htree-levels: 4
worst-slew-pin-transition_ns: 1.05
vdd_ir_drop_max_mv: 0.0415
worst-endpoint-arrival_ns: 13.13
post_drt_wl_per_cell_microns: 26.3
syn_avg_cell_area_sq_um: 18.6
cpPeakStageDelay_ns: 0.68
min_period_over_period_pct: 52.7
synth_flops: 2048
max-cap-violations: 0
synthCells: 4207
ys_cells: 4207
die_width_microns: 513
yosysChipArea_sq_mm: 0.0783
timing.final.max_slew_violations: 0
top_cells_by_area: "sky130_fd_sc_hd__edfxtp_1 (79%), sky130_fd_sc_hd__mux2i_1 (3.3%), sky130_fd_sc_hd__mux4_2 (2.8%)"
critPathBufInv: 5
synth_area_leader_cell: "sky130_fd_sc_hd__edfxtp_1"
core_area_sq_mm: 0.259
setup_viol: 0
port_buffers: 71
die_height_microns: 513
mappedNetlistArea_sq_mm: 0.0783
clock-root-buffer: "sky130_fd_sc_hd__clkbuf_16"
synth-seq-area-share_pct: 78.6
buffers_inserted_by_post_cts_timing_repair: 0
globalplace.congestion: 0.866
cp-end-kind: "output pin"
vias_in_the_first_global_route: 43900
drt_iter0_markers: 2946
overflow: 0
area_growth_pct: 14.5
ioPinCount: 98
[cell families (layout without fill, tap and decap cells)]
kind of cell,after synthesis,in the layout,share of synthesized area (%)
compound gates,933,933,8.73
buf+inv,300,599,1.70
flops,2048,2048,78.6
simple gates,424,424,2.83
mux,502,502,8.19
[placed cells by master (no fill, tap or decap), types with 66 or more instances in the layout]
cell and n:
sky130_fd_sc_hd__edfxtp_1 2048, sky130_fd_sc_hd__mux2i_1 259, sky130_fd_sc_hd__buf_4 193, sky130_fd_sc_hd__clkbuf_16 192, sky130_fd_sc_hd__a22oi_1 188, sky130_fd_sc_hd__a221oi_1 175, sky130_fd_sc_hd__mux2_2 147, sky130_fd_sc_hd__a21oi_1 121
sky130_fd_sc_hd__mux4_2 96, sky130_fd_sc_hd__o22ai_1 93, sky130_fd_sc_hd__and3_1 85, sky130_fd_sc_hd__o21ai_0 84, sky130_fd_sc_hd__nor2_1 77, sky130_fd_sc_hd__o22a_1 70, sky130_fd_sc_hd__nor2_4 67, sky130_fd_sc_hd__a22o_1 66
[final cells by class]
cell class                 instances  area (sq um)
clock buffer                     235          4970
clock inverter                    98           810
fill                           23700        170000
inverter                           2          15.0
multi-input combinational       1859         16000
sequential                      2048         61500
tap                             3402          4260
timing repair buffer             264          2010
[per-layer routing]
layer	track usage, %	part of all wire, %	wire length [microns]	vias up
li1	-	-	-	17900
met1	19.3	34	71100	20700
met2	25.2	46	95800	2456
met3	12.3	16	33700	371
met4	4.82	3.5	7200	14
met5	1.13	0.19	402	-
[worst max-delay path by stage]
stage	start	endpoint	slack, ns	cells past startpoint
finish	a[4]	rd[21]	19.03	10
global route	a[4]	rd[6]	18.91	12
CTS	a[4]	rd[21]	19.05	10
[power by group]
group	switching [mW]	internal (mW)
clock network	0.755	0.948
logic	0.159	0.0744
registers	0.00290	2.36
total	0.916	3.39
